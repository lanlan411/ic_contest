File: flow/run.sh
#!/bin/bash
# OpenROAD 26Q1-2900-gdf79404cd8, Yosys 0.63+post, stock flow scripts
make -C /OpenROAD-flow-scripts/flow DESIGN_CONFIG=/design/flow/config.mk WORK_HOME=/design/flow/orfs finish
File: flow/config.mk
export PLATFORM = sky130hd
export DESIGN_NAME = JAM
export DESIGN_NICKNAME = JAM
export VERILOG_FILES = /design/flow/design.v
export SDC_FILE = /design/flow/constraint.sdc
export NUM_CORES = 4
export LEC_CHECK = 1
export CORE_UTILIZATION = 30
File: flow/constraint.sdc
current_design JAM

set clk_period 4.7
set clk_io_pct 0.2

create_clock -name clk0 -period $clk_period [get_ports {CLK}]

set non_clock_inputs [all_inputs -no_clocks]
set_input_delay [expr $clk_period * $clk_io_pct] -clock clk0 $non_clock_inputs
set_output_delay [expr $clk_period * $clk_io_pct] -clock clk0 [all_outputs]
File: flow/design.v
module JAM #(
	parameter LIST_COUNT=8,
	parameter FULL_ARRANGE=40320
)(
input CLK,
input RST,
output reg [2:0] W,
output reg [2:0] J,
input [6:0] Cost,
output reg [3:0] MatchCount,
output reg [9:0] MinCost,
output reg Valid );
localparam idle=3'd0,dict_algorithm_step1=3'd1,dict_algorithm_step2=3'd2,
		   dict_algorithm_swap=3'd3,dict_algorithm_step3=3'd4,
		   tally_cost=3'd5,compare_cost=3'd6,output_total=3'd7;
reg [2:0] state,next_state;
reg [2:0] list [0:7];
reg [9:0] MinCost_temp;
reg [2:0] worker_count;
reg [2:0] min_point_idx;
reg [2:0] interchange_point_idx;
integer i;
always@(posedge CLK or posedge RST)begin
	if(RST)
		Valid <= 1'd0;
	else if(state == output_total)
		Valid <= 1'd1;
end
always@(*)begin
	case(state)
		idle:next_state = dict_algorithm_step1;
		dict_algorithm_step1: next_state =dict_algorithm_step2;
		dict_algorithm_step2: next_state = dict_algorithm_swap;
		dict_algorithm_swap: next_state = dict_algorithm_step3;
		dict_algorithm_step3: next_state = tally_cost;
		tally_cost: next_state = (worker_count == LIST_COUNT-1)? compare_cost:tally_cost;
		compare_cost:next_state = ({list[0],list[1],list[2],list[3],list[4],list[5],list[6],list[7]} == {3'd7,3'd6,3'd5,3'd4,3'd3,3'd2,3'd1,3'd0})? output_total:dict_algorithm_step1;
		output_total: next_state = output_total;
		default:next_state = idle;
	endcase
end
always@(posedge CLK or posedge RST)begin
	if(RST)
		state <= idle;
	else
		state <= next_state;
end
always@(posedge CLK or posedge RST)begin
	if(RST)begin
		list[0]<=0; list[1]<=1; list[2]<=2; list[3]<=3;
        list[4]<=4; list[5]<=5; list[6]<=6; list[7]<=7;
		interchange_point_idx <= 3'd0;
	end
	else begin
		if(state == dict_algorithm_step1)begin
			for(i=2;i<=LIST_COUNT;i=i+1)begin
				if(list[i-1] > list[i-2])
					interchange_point_idx <= i-2;
			end
		end
		else if(state == dict_algorithm_swap)begin
			list[interchange_point_idx] <= list[min_point_idx];
			list[min_point_idx] <= list[interchange_point_idx];
			end
		else if(state == dict_algorithm_step3)begin
			for(i=1;i<LIST_COUNT;i=i+1)begin
				if((interchange_point_idx+i) > (LIST_COUNT-i) && interchange_point_idx+i < LIST_COUNT)begin
					list[interchange_point_idx+i] <= list[LIST_COUNT-i];
					list[LIST_COUNT-i] <= list[interchange_point_idx+i];
				end
			end
		end
	end
end
always@(posedge CLK or posedge RST)begin
	if(RST)begin
		min_point_idx <= 3'd0;
	end
	else if(state == dict_algorithm_step2) begin
		for(i=0;i<LIST_COUNT;i=i+1)begin
			if(i>interchange_point_idx && list[i]>list[interchange_point_idx])
				min_point_idx <= i;
		end
	end
end
always@(*)begin
	if(RST)begin
		W = 3'd0;
		J = 3'd0;
	end
	else if(state == tally_cost)begin
		if(worker_count < 8)begin
			{W,J} = {worker_count,list[worker_count]};
		end
	end
end
always@(posedge CLK or posedge RST)begin
	if(RST)begin
		MinCost_temp <= 10'd0;
		worker_count <=3'd0;
		MinCost <= 10'b1111111111;
		MatchCount <= 4'd0;
	end
	else if (state == tally_cost)begin
		MinCost_temp <= MinCost_temp + Cost;
		worker_count <= worker_count +1;		
	end
	else if(state == compare_cost)begin
		worker_count <= 0;
		MinCost_temp <= 0;
		if(MinCost > MinCost_temp)begin
			MinCost <= MinCost_temp;
			MatchCount <= 1'd1;
		end
		if(MinCost == MinCost_temp)begin
			MatchCount <= MatchCount + 1'd1; 
		end
	end
end
endmodule
==> flow_summary_export.csv <==
group,metric,value,unit
synthesis,topCellsByArea,"dfrtp_1 (16%), ha_1 (11%), dfstp_2 (7.9%), mux2i_1 (4.1%), o21ai_0 (3.9%)",
cells_and_area,combGateArea,5640,um2
worst_setup_path,crit_type,"reg -> reg",
global_routing,grt_overflow,0,
timing,final_max_slew_viol_count,0,
power_and_ir_drop,power.density,852,nW/um2
timing,fin_skew,0.0105,ns
global_routing,grt_pass1_vias,8073,
cells_and_area,stdcell_count,1391,
worst_setup_path,r2r_end,"min_point_idx[6]",
placement,gp_congestion,1.03,
worst_hold_path,hold_path_end,"state[6]",
worst_hold_path,min_path_type,"reg -> reg",
clock_tree,cts_tree,"yes",
synthesis,ys_warn_count,2,
synthesis,synth.top_cells.by_count,"nor2_1 (82), ha_1 (74), nand2_1 (73)",
clock_tree,cts_max_level,3,
routing,post_drt_wl_per_cell,23.7,um
timing,rsz0062_at_grt,"false",
routing,drtAntennaViolNets,0,
synthesis,yosys-stat-cells,1030,
timing,hold_viol_final,0,
synthesis,avgSynthCellArea,8.10,um2
worst_setup_path,r2r_cells,10,
clock_tree,post-cts-setup-buffers,0,
worst_setup_path,required,4.97,ns
die,rows,60,
routing,drtIter0Drc,1198,
synthesis,ys_ff,84,
timing,fmax,278,MHz
die,dieWidth,169,um
cells_and_area,flop_area,2080,um2
die,die_area,28500,um2
worst_hold_path,hold_path_depth,0,
clock_tree,ctsHoldBuffers,0,
routing,drt_pass1_iterations,7,
worst_setup_path,crit_path_start_kind,"register",
clock_tree,cts-resized-gates,0,
clock_tree,cts-root-buf,"clkbuf_16",
synthesis,top_area_share,15.9,%
synthesis,top_cell,"nor2_1",
timing,slew_headroom,35.4,%
timing,unclocked_pins,6,
worst_setup_path,worstPathArrival,3.87,ns
placement,dp_hpwl,22.7,mm
routing,drc,0,
timing,setup_viol,0,
run_status,status,"complete, no violations",
synthesis,syn_inst,1030,
synthesis,yosys_area,8340,um2
clock_tree,clk_pin_slew,0.07,ns
clock_tree,numCtsBuffers,9,
timing,untimed_endpoints,12,
die,io_pins,30,
worst_setup_path,end_kind,"register",
global_routing,grt_start_max_net_pins,58,
die,initCoreUtil,30.8,%
worst_setup_path,r2r_slack,1.10,ns
timing,worstMarginPinSlew,0.959,ns
clock_tree,clockBufferDepth,2,
timing,min_period,3.60,ns
global_routing,grt.total_usage,23.7,%
global_routing,antenna_found_initial,0,
timing,tns,0,ns
synthesis,flop_cell,"dfrtp_1",
cells_and_area,syn2layout_area_growth,9.76,%
power_and_ir_drop,leakagePower,3.78,nW
run,maxCapViolations,0,
cells_and_area,n_fill_cell,2763,
synthesis,ys_async_sr_fraction,92.9,%
worst_setup_path,worstPathMaxFanout,14,
routing,via_count,8550,
die,fp.dieH,169,um
synthesis,ys_types,89,
synthesis,netlist_area,8340,um2
placement,io_buffers,29,
synthesis,synth-edff-count,0,
placement,placed_cells_incl_taps,1374,
run,tool_warnings,35,
power_and_ir_drop,ir_worst_vdd,0.256,mV
cells_and_area,final_layout_size_suffix_gt1_share,10.7,%
worst_setup_path,timing.rr.start,"list[4][1]",
routing,viasPerCell,6.15,
worst_hold_path,min_from,"state[2]",
routing,wl,32.9,mm
global_routing,grt_pass1_wl,49.9,mm
clock_tree,worstSkewPairLatency,0.35,ns
timing,fin_crit_sh,76.6,%
synthesis,largest_area_cell,"dfrtp_1",
die,core-area,27100,um2
-- state kept, by name (all words and copies together), names as in the netlist, 3 cells and up, named ones only --
signal                 cells
J                          3
MatchCount                 4
MinCost                   10
MinCost_temp              10
W                          3
interchange_point_idx      7
list                      24
min_point_idx              8
state                      8
worker_count               3
-- critical path, stage by stage, from the launching register on --
cell	delay, ns
dfrtp_1	0.69
a22oi_1	0.31
nand3_1	0.10
mux2_2	0.33
inv_1	0.35
ha_1	0.33
a211oi_1	0.48
o22ai_1	0.25
a211oi_4	0.28
a31oi_2	0.21
o22ai_1	0.19
-- metal layers --
metal | track usage, % | wire length (um) | share of wire (%) | vias to the layer above
li1 | - | - | - | 3844
met2 | 34.4 | 13800 | 42 | 616
met5 | 0 | 0 | 0 | -
met1 | 32.5 | 13300 | 41 | 3957
met4 | 10.4 | 1660 | 5.0 | 0
met3 | 7.57 | 4080 | 12 | 133
-- worst max-delay path by stage --
| stage | start | end | slack [ns] | cells past startpoint |
|---|---|---|---|---|
| CTS | interchange_point_idx[5] | min_point_idx[6] | 1.14 | 10 |
| global route | interchange_point_idx[5] | min_point_idx[1] | 0.95 | 10 |
| finish | list[4][1] | min_point_idx[6] | 1.10 | 10 |
-- cell families after synthesis --
logic type / synth area share (%)
AND-OR/OR-AND: 29.3
AND/OR/NAND/NOR: 19.1
buffers and inverters: 7.60
flip-flops: 23.8
adder cells (fa/ha/maj): 11.3
multiplexers: 7.32
latches: 1.08
XOR/XNOR: 0.525
other: 0.0449
-- through the flow --
stage          total power, mW  cell area [um2]  hold WS [ns]  util [%]  setup slack, ns
6_report                  7.80             9160         0.432      33.8             1.10
5_1_grt                   8.35             9160         0.465      33.8            0.953
4_1_cts                   7.60             9160         0.436      33.8             1.14
3_5_place_dp              6.84             8860         0.421      32.7             1.13
3_3_place_gp              6.89             8860         0.409      32.7             1.24
2_1_floorplan             5.25             8340         0.355         -             1.63
-- report_power, final --
part | switching [mW] | internal [mW] | leakage [nW]
combinational | 3.38 | 2.01 | 2.66
sequential | 0.736 | 0.962 | 0.969
clock | 0.338 | 0.376 | 0.147
total | 4.46 | 3.35 | 3.78
-- cell usage in the layout (no fill, tap or decap), types with 6 or more instances in the layout --
master / count
mux2_2: 22
o21ai_0: 65
a21oi_1: 56
nand2b_1: 11
nor2_1: 82
nand4_1: 10
nor2b_1: 25
o31ai_1: 10
nor3_1: 24
dlxtn_1: 6
ha_1: 74
a221oi_1: 11
dfrtp_1: 51
a31oi_1: 21
buf_4: 17
nand3_1: 33
a221o_1: 8
dfstp_2: 25
or3_1: 7
nor3b_1: 9
o211ai_1: 18
mux2i_1: 34
a32oi_1: 13
nor4_1: 6
o21bai_1: 6
or2_2: 6
a22oi_1: 23
clkdlybuf4s50_1: 29
a211oi_1: 13
a21o_1: 15
inv_1: 64
and3_1: 6
a222oi_1: 9
clkbuf_16: 9
o21ai_1: 8
o22ai_1: 14
nand2_1: 73
-- layout make-up --
| class | instances | share of cell area, % |
|---|---|---|
| clock inverters | 7 | 0.779 |
| clock buffers | 9 | 2.46 |
| multi-input cells | 802 | 61.5 |
| repair buffers | 46 | 4.56 |
| diodes | 1 | 0.0273 |
| inverters | 70 | 2.88 |
| well taps | 372 | 5.08 |
| flip-flops and latches | 84 | 22.7 |
Power is estimated from default activity; no workload was simulated.
